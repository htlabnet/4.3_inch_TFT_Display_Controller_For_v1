--- flow/design.v ---
module spi_display_controller_top (
    input   wire            mco,
    input   wire            rst_n,
    input   wire            SPI_CLK,
    input   wire            SPI_CS,
    input   wire            SPI_MOSI,
    input   wire    [ 5:0]  iModeSelectorPort,
    output  reg             oDispClockPort,
    output  wire            oDispHsyncPort,
    output  wire            oDispVsyncPort,
    output  wire            oDispDataEnablePort,
    output  reg             oDispDispPort,
    output  reg             oDispLedSHDNPort,
    output  reg     [17:0]  oSRAMAddrPort,
    inout   reg     [23:0]  ioSRAMDataPort,
    output  wire            oSRAMWriteEnablePort,
    output  wire            oSRAMOutputEnablePort
    );
    localparam DispWidth        = 480;
    localparam DispHeight       = 272;
    localparam DispHBackPorch   = 43;
    localparam DispHFrontPorch  = DispWidth + DispHBackPorch;
    localparam DispVBackPorch   = 12;
    localparam DispVFrontPorch  = DispHeight + DispVBackPorch;
    localparam DispHPeriodTime  = 531;
    localparam DispVPeriodTime  = 288;
    wire [23:0] spi_rcv_data;
    wire        spi_rcv_en;
    spi_slave spi_slave_inst (
        .i_clk ( mco ),                          
        .i_rst_n ( rst_n ),                      
        .i_spi_clk ( SPI_CLK ),                  
        .i_spi_cs ( SPI_CS ),                    
        .i_spi_mosi ( SPI_MOSI ),                
        .o_mosi_data ( spi_rcv_data[23:0] ),     
        .o_mosi_en_pls ( spi_rcv_en )            
    );
    reg         sram_write_req;          
    reg         sram_page_change_req;    
    reg         sram_addr_set_req;       
    reg [17:0]  sram_write_data;         
    reg         spi_command_req_fin;     
    always @(posedge mco or negedge rst_n) begin
        if (~rst_n) begin
            sram_write_req <= 1'b0;
            sram_page_change_req <= 1'b0;
            sram_write_data[17:0] <= 18'd0;
            sram_addr_set_req <= 1'b0;
        end else begin
            if (spi_rcv_en) begin
                if (spi_rcv_data[23:20] == 4'b0000) begin            
                    sram_write_req <= 1'b1;
                    sram_write_data[17:0] <= spi_rcv_data[17:0];
                end else if (spi_rcv_data[23:20] == 4'b1000) begin   
                    sram_addr_set_req <= 1'b1;
                end else if (spi_rcv_data[23:20] == 4'b1001) begin   
                    sram_page_change_req <= 1'b1;
                end
            end else begin
                if (spi_command_req_fin) begin
                    sram_write_req <= 1'b0;
                    sram_page_change_req <= 1'b0;
                    sram_addr_set_req <= 1'b0;
                end
            end
        end
    end
    reg [ 1:0]  state;
    reg         writePage;
    reg [17:0]  sramWriteAddr;
    reg         sram_OE;
    reg         sram_WE;
    always @(posedge mco or negedge rst_n) begin
        if (~rst_n) begin
            state[1:0] <= 2'd0;
            writePage <= 1'b0;
            sramWriteAddr[17:0] <= 18'd0;
            ioSRAMDataPort[23:0] <= 24'bzzzzzzzzzzzzzzzzzzzzzzzz;
            oSRAMAddrPort[17:0] <= 18'd0;
            sram_OE <= 1'b0;
            sram_WE <= 1'b0;
            spi_command_req_fin <= 1'b0;
            oDispDispPort <= 1'b1;
            oDispLedSHDNPort <= 1'b0;
        end else begin
            case (state[1:0])
                2'b00: begin
                    if (sram_write_req) begin
                        oSRAMAddrPort[17:0] <= {writePage, sramWriteAddr[16:0]};
                        sramWriteAddr[17:0] <= sramWriteAddr[17:0] + 18'd1;     
                        ioSRAMDataPort[23:0] <= {8'b0, sram_write_data[5:1], sram_write_data[11:6], sram_write_data[17:13]};
                        sram_OE <= 1'b0;
                        sram_WE <= 1'b1;
                        spi_command_req_fin <= 1'b1;
                    end else if (sram_page_change_req) begin
                        writePage <= ~writePage;
                        spi_command_req_fin <= 1'b1;
                        oDispDispPort <= 1'b1;
                        oDispLedSHDNPort <= 1'b1;
                    end else if (sram_addr_set_req) begin
                        sramWriteAddr[17:0] <= spi_rcv_data[17:0];
                        spi_command_req_fin <= 1'b1;
                    end else begin
                        spi_command_req_fin <= 1'b0;
                    end
                    state[1:0] <= 2'b01;
                end
                2'b01: begin
                    state[1:0] <= 2'b10;
                end
                2'b10: begin
                    oSRAMAddrPort[17:0] <= {readPage, displayCnt[16:0]};      
                    ioSRAMDataPort[23:0] <= 24'bzzzzzzzzzzzzzzzzzzzzzzzz;     
                    sram_OE <= 1'b1;
                    sram_WE <= 1'b0;
                    state[1:0] <= 2'b11;
                end
                2'b11: begin
                    state[1:0] <= 2'b00;
                end
            endcase
        end
    end
    assign oSRAMWriteEnablePort  = ~sram_WE;
    assign oSRAMOutputEnablePort = ~sram_OE;
    reg [16:0] displayCnt;
    reg [ 9:0] hPeriodCnt;
    reg [ 8:0] vPeriodCnt;
    reg hInVisibleArea;
    reg vInVisibleArea;
    reg readPage;
    always @(posedge mco or negedge rst_n) begin
        if (~rst_n) begin
            displayCnt[16:0] <= 17'd0;
            hPeriodCnt[9:0] <= 10'd0;
            vPeriodCnt[8:0] <= 9'd0;
            oDispClockPort <= 1'b0;
            hInVisibleArea <= 1'd0;
            vInVisibleArea <= 1'd0;
            readPage <= 1'b1;
        end else begin
            case (state[1:0])
                2'b01 : begin
                    oDispClockPort <= 1'b1;
                    if (hPeriodCnt[9:0] == (DispHPeriodTime - 10'd1)) begin
                        hPeriodCnt[9:0] <= 10'd0;
                    end else begin
                        hPeriodCnt[9:0] <= hPeriodCnt[9:0] + 10'b1;
                    end
                    if (hPeriodCnt[9:0] == (DispHPeriodTime - 10'd1)) begin
                        if (vPeriodCnt[8:0] == (DispVPeriodTime - 9'd1)) begin
                            vPeriodCnt[8:0] <= 9'd0;
                            displayCnt[16:0] <= 17'd0;
                            readPage <= ~writePage;      
                        end else begin
                            vPeriodCnt[8:0] <= vPeriodCnt[8:0] + 9'b1;
                        end
                    end
                end
                2'b10 : begin
                    hInVisibleArea <=   (hPeriodCnt[9:0] == DispHBackPorch)  ? 1'b1 :
                                        (hPeriodCnt[9:0] == DispHFrontPorch) ? 1'b0 : hInVisibleArea;
                    vInVisibleArea <=   (vPeriodCnt[8:0] == DispVBackPorch)  ? 1'b1 :
                                        (vPeriodCnt[8:0] == DispVFrontPorch) ? 1'b0 : vInVisibleArea;
                end
                2'b11 : begin
                    oDispClockPort <= 1'b0;
                    if (hInVisibleArea & vInVisibleArea) begin
                        displayCnt[16:0] <= displayCnt[16:0] + 17'd1;
                    end
                end
            endcase
        end
    end
    assign oDispHsyncPort = (hPeriodCnt[9:0] == 10'd0) ? 1'b0 : 1'b1;    
    assign oDispVsyncPort = (vPeriodCnt[8:0] <= 9'd9)  ? 1'b0 : 1'b1;    
    assign oDispDataEnablePort = 1'b0;     
endmodule
module spi_slave (
    input   wire            i_clk,           
    input   wire            i_rst_n,         
    input   wire            i_spi_clk,       
    input   wire            i_spi_cs,        
    input   wire            i_spi_mosi,      
    output  reg     [23:0]  o_mosi_data,     
    output  reg             o_mosi_en_pls    
);
    reg [2:0] r_ff_cs;
    always @(posedge i_clk or negedge i_rst_n) begin
        if (~i_rst_n) begin
            r_ff_cs[2:0] <= 3'b111;
        end else begin
            r_ff_cs[2:0] <= {r_ff_cs[1:0], i_spi_cs};
        end
    end
    wire cs_posedge_dt = (r_ff_cs[2:1] == 2'b01);
    reg [23:0] r_mosi_tmp;
    always @(posedge i_spi_clk or negedge i_rst_n) begin
        if (~i_rst_n) begin
            r_mosi_tmp[23:0] <= 24'd0;
        end else begin
            r_mosi_tmp[23:0] <= {r_mosi_tmp[22:0], i_spi_mosi};
        end    
    end
    always @(posedge i_clk or negedge i_rst_n) begin
        if (~i_rst_n) begin
            o_mosi_data[23:0] <= 24'd0;
        end else begin
            if (cs_posedge_dt) begin
                o_mosi_data[23:0] <= r_mosi_tmp[23:0];
                o_mosi_en_pls <= 1'b1;
            end else begin
                o_mosi_en_pls <= 1'b0;
            end
        end
    end
endmodule
--- flow/run.sh ---
#!/bin/bash
# OpenROAD 26Q1-2900-gdf79404cd8, Yosys 0.63+post, stock flow scripts
make -C /OpenROAD-flow-scripts/flow DESIGN_CONFIG=/design/flow/config.mk WORK_HOME=/design/flow/orfs finish
--- flow/config.mk ---
export PLATFORM = sky130hd
export DESIGN_NAME = spi_display_controller_top
export DESIGN_NICKNAME = spi_display_controller_top
export VERILOG_FILES = /design/flow/design.v
export SDC_FILE = /design/flow/constraint.sdc
export NUM_CORES = 4
export LEC_CHECK = 1
export CORE_UTILIZATION = 50
--- flow/constraint.sdc ---
current_design spi_display_controller_top

set clk_period 2.1
set clk_io_pct 0.2

create_clock -name clk0 -period $clk_period [get_ports {SPI_CLK}]
create_clock -name clk1 -period $clk_period [get_ports {mco}]

set non_clock_inputs [all_inputs -no_clocks]
set_input_delay [expr $clk_period * $clk_io_pct] -clock clk0 $non_clock_inputs
set_output_delay [expr $clk_period * $clk_io_pct] -clock clk0 [all_outputs]
==> notes.md <==
Physical implementation status

The routability congestion estimate from global placement stands at 0.882. The cell area that synthesis handed to floorplanning was 0.00729 mm². According to the floorplan log, the row count is 43. The starting utilization of the core area stands at 51.9%.

The number of setup buffers added after CTS is 7. In the synthesis report, Yosys lists the chip area as 0.00729 mm². The mean instance size in the synthesized netlist stands at 11.2 µm². According to the CTS report, the clock sink count is 169. The post-synthesis instance total stands at 653. The share of async-settable or async-resettable flops after synthesis stands at 99.4%. After legalization and detailed placement, the total HPWL measured 9760 µm. The run stopped with a tool error. For this run, the register share of the synthesized area comes to 58.2%.

The tool reported: "[error] [KeplerFormal.cpp:679] Workflow failed: Iso has multiple drivers: .ioSRAMDataPort0, ioSRAMDataPort[0]$_DFFE_PN0P_.Q0". The height of the chip stands at 123 µm. After synthesis the netlist holds a flip-flop and latch count of 169. The floorplan report gives the top-level pin count as 61. The yosys cell count stands at 653. It got as far as 4_1_cts and failed there.

The count of buffers from port buffering stands at 27. The report lists the number of cells resized after CTS as 15. Per the synth stats, the flop cell with the highest instance count is dfrtp_1.

Yosys mapped a number of flops with a built-in enable equal to 1. The Yosys step of the flow raised 4 warnings. The post-cts hold buffer count stands at 0.

The number of library cell types mapped by synthesis stands at 55. The die extent in x stands at 123 µm.
==> logic make-up after synthesis <==
| kind of cell | count (synthesis) | synth area share, % |
|---|---|---|
| compound gates | 129 | 10.4 |
| xor+xnor | 11 | 1.32 |
| fa+ha+maj | 8 | 1.37 |
| buf+inv | 55 | 3.36 |
| flops | 169 | 58.2 |
| mux | 77 | 11.5 |
| other cells | 2 | 0.103 |
| simple gates | 202 | 13.8 |
==> synthesized netlist by cell type, types with 5 or more instances <==
| cell type | instances | area share, % |
|---|---|---|
| mux2_2 | 54 | 8.3 |
| ha_1 | 8 | 1.4 |
| buf_4 | 10 | 1.0 |
| dfstp_2 | 5 | 1.8 |
| dfrtp_1 | 163 | 56 |
| a21oi_1 | 29 | 2.0 |
| mux2i_1 | 23 | 3.2 |
| o21ai_0 | 59 | 4.1 |
| and3_1 | 9 | 0.77 |
| nand2b_1 | 5 | 0.43 |
| xnor2_1 | 10 | 1.2 |
| nand2_1 | 67 | 3.5 |
| o31ai_1 | 8 | 0.82 |
| inv_1 | 15 | 0.77 |
| clkbuf_1 | 27 | 1.4 |
| a2bb2oi_1 | 10 | 1.2 |
| nand3_1 | 36 | 2.5 |
| nor3_1 | 8 | 0.55 |
| nand4_1 | 13 | 1.1 |
| nor2_1 | 32 | 1.6 |
==> stage by stage <==
stage	setup slack (ps)	total power, mW	cell area (µm²)	instances
after detailed placement	115	4.09	7920	860
after global placement	160	4.07	7920	860
after floorplan	49.0	3.92	7320	661
Power is estimated from default activity; no workload was simulated.
