==> design/flow/constraint.sdc <==
current_design displayController

set clk_period 6.7
set clk_io_pct 0.2

create_clock -name clk0 -period $clk_period [get_ports {iCLOCKA}]

set non_clock_inputs [all_inputs -no_clocks]
set_input_delay [expr $clk_period * $clk_io_pct] -clock clk0 $non_clock_inputs
set_output_delay [expr $clk_period * $clk_io_pct] -clock clk0 [all_outputs]
==> design/flow/run.sh <==
#!/bin/bash
# OpenROAD 26Q1-2900-gdf79404cd8, Yosys 0.63+post, stock flow scripts
make -C /OpenROAD-flow-scripts/flow DESIGN_CONFIG=/design/flow/config.mk WORK_HOME=/design/flow/orfs finish
==> design/flow/design.v <==
module displayController(
										input wire iCLOCKA,
										input wire iCLOCKB,
										input wire iRESET,
										input wire [29:0] iGPIO0,
										input wire [17:0] iGPIO1,
										input wire [5:0] iModeSelectorPort,
										output reg oDispClockPort,
										output reg oDispHsyncPort,
										output reg oDispVsyncPort,
										output reg oDispDataEnablePort,
										output reg oDispDispPort,
										output reg oDispLedSHDNPort,
										output reg [17:0] oSRAMAddrPort,
										inout  reg [23:0] ioSRAMDataPort,
										output reg oSRAMWriteEnablePort,
										output reg oSRAMOutputEnablePort
									);
	reg [1:0] state;
	reg [16:0]displayCnt;
	reg [9:0] hPeriodCnt;
	reg [8:0] vPeriodCnt;
	reg page;
	reg hInVisibleArea;
	reg vInVisibleArea;
	reg writeChance;
	doubleFF#(.length(30)) gpio0DFF(.mco(iCLOCKA), .in(iGPIO0), .out(okgpio0));
	wire [29:0] okgpio0;
	doubleFF#(.length(18)) gpio1DFF(.mco(iCLOCKA), .in(iGPIO1), .out(okgpio1));
	wire [17:0] okgpio1;
	NegEdgeDetector writeClockNED(.clock(okgpio0[24:24]), .reset(writeClockNEDreset), .out(writeClockNEDout));
	reg writeClockNEDreset;
	wire writeClockNEDout;
	NegEdgeDetector writeHsyncPED(.clock(okgpio0[25:25]), .reset(writeHsyncNEDreset), .out(writeHsyncNEDout));
	reg writeHsyncNEDreset;
	wire writeHsyncNEDout;
	NegEdgeDetector writeVsyncPED(.clock(okgpio0[26:26]), .reset(writeVsyncNEDreset), .out(writeVsyncNEDout));
	reg writeVsyncNEDreset;
	wire writeVsyncNEDout;
	reg[8:0]HWritePtr;
	reg[8:0]VWritePtr;
	reg[16:0]addrBuff;
	localparam DispWidth = 480;
	localparam DispHeight = 272;
	localparam DispHBackPorch = 43;
	localparam DispHFrontPorch = DispWidth + DispHBackPorch;
	localparam DispVBackPorch = 11;
	localparam DispVFrontPorch = DispHeight + DispVBackPorch;
	localparam DispHPeriodTime = 531;
	localparam DispVPeriodTime = 288;
	initial begin
		oDispDispPort <= 1;
		oDispLedSHDNPort <= 1;
		oDispDataEnablePort <= 0;
		oSRAMOutputEnablePort <= 1;
		oSRAMWriteEnablePort <= 1;
	end
	always@(posedge iCLOCKA or negedge iRESET) begin
		if(iRESET == 1'b0)begin
		end
		else begin		
			case(state)
				2'b00: begin
					oSRAMOutputEnablePort <= 1;
				end
				2'b01: begin
					if(hPeriodCnt == DispHBackPorch) hInVisibleArea <= 1;
					if(hPeriodCnt == DispHFrontPorch) hInVisibleArea <= 0;
					if(vPeriodCnt == DispVBackPorch) vInVisibleArea <= 1;
					if(vPeriodCnt == DispVFrontPorch) vInVisibleArea <= 0;
					if(writeChance == 1'b1)begin
						oSRAMWriteEnablePort <= 0;
						HWritePtr <= HWritePtr + 9'b1;
					end
				end
				2'b10: begin
					if(hInVisibleArea == 1 && vInVisibleArea == 1)displayCnt <= displayCnt + 1;
					oSRAMWriteEnablePort <= 1;
					if(writeHsyncNEDout == 1)begin
						HWritePtr <= 0;
						VWritePtr <= VWritePtr + 9'b1;
						writeHsyncNEDreset <= 1;
					end
					else if(writeVsyncNEDout == 1)begin
						HWritePtr <= 0;
						VWritePtr <= 0;
						writeVsyncNEDreset <= 1;
					end
				end
				2'b11: begin
					addrBuff <= (VWritePtr * DispWidth) + HWritePtr;
					writeHsyncNEDreset <= 0;
					writeVsyncNEDreset <= 0;
					if(hPeriodCnt == DispHPeriodTime)begin
						hPeriodCnt <= 0;
						oDispHsyncPort <= 0;
						if(vPeriodCnt == DispVPeriodTime)begin
							vPeriodCnt <= 0;
							displayCnt <= 0;
							oDispVsyncPort <= 0;
						end
						else begin
							vPeriodCnt <= vPeriodCnt + 9'b1;
							if(oDispVsyncPort == 0)oDispVsyncPort <= 1;
						end
					end
					else begin
						hPeriodCnt <= hPeriodCnt + 10'b1;
						if(oDispHsyncPort == 0)oDispHsyncPort <= 1;
					end
					oSRAMOutputEnablePort <= 0;
				end
			endcase
		end
	end
	always@(negedge iCLOCKA)begin
		case(state)
			2'b00: begin
				if(writeClockNEDout == 1)begin
					writeChance <= 1'b1;
					oSRAMAddrPort <= {page,addrBuff};
					ioSRAMDataPort <= {8'b0,okgpio0[15:0]};
					writeClockNEDreset <= 1;
				end
				state <= state + 2'b1;
			end
			2'b01: begin
				writeChance <= 0;
				oDispClockPort <= 1;
				writeClockNEDreset <= 0;
				state <= state + 2'b1;
			end
			2'b10: begin
				oSRAMAddrPort <= {page, displayCnt};
				ioSRAMDataPort <= 24'bzzzzzzzzzzzzzzzzzzzzzzzz;
				state <= state + 2'b1;
			end
			2'b11: begin
				oDispClockPort <= 0;
				state <= 0;
			end
		endcase
	end
endmodule
module NegEdgeDetector(
							input clock,
							input reset,
							output reg out
						);
	initial out <= 0;
	always@(negedge clock or posedge reset)begin
		if(reset == 1)begin
			out <= 0;
		end
		else begin
			out <= 1;
		end
	end
endmodule
module doubleFF#(
					parameter length = 1
					)(
					input mco,
					input [length-1:0] in,
					output reg [length-1:0] out
					);
	reg[length-1:0] ff;
	always@(posedge mco)begin
		ff <= in;
		out <= ff;
	end
endmodule
==> design/flow/config.mk <==
export PLATFORM = sky130hd
export DESIGN_NAME = displayController
export DESIGN_NICKNAME = displayController
export VERILOG_FILES = /design/flow/design.v
export SDC_FILE = /design/flow/constraint.sdc
export NUM_CORES = 4
export LEC_CHECK = 1
export CORE_UTILIZATION = 40
==> impl_metrics.env <==
# source this file to load flow results
export IMPL_status="finished, final reports clean"
export IMPL_ys_sh_aoi=0.02928
export IMPL_place_gp_congestion=0.7955
export IMPL_internal_power_w=0.001601
export IMPL_wl_per_cell_um=12.24
export IMPL_cp_end_kind="output pin"
export IMPL_ys_area_um2=7093
export IMPL_fin_setup_tns_ns=0
export IMPL_cap_violations=0
export IMPL_switching_power_w=0.0005191
export IMPL_n_antenna_cell=0
export IMPL_worstSkewPairLatency_ns=0.45
export IMPL_path_max_fanout=1
export IMPL_grt_max_degree=34
export IMPL_cts_tree="built"
export IMPL_hp_class="reg2reg"
export IMPL_first_iter_violations=222
export IMPL_ys_cells=534
export IMPL_fill_cells=1451
export IMPL_grt_first_pass_wirelength_um=18160
export IMPL_ys_sh_simple=0.1171
export IMPL_die_area_um2=18270
export IMPL_cts_hold_buf=0
export IMPL_vias=3934
export IMPL_p_comb_frac=0.014
export IMPL_edf_count=114
export IMPL_async_flop_share=0.01911
export IMPL_synthXorXnorAreaFrac=0.07691
export IMPL_swShare=0.2449
export IMPL_max_stage_delay_ns=0.46
export IMPL_fp_util=0.4101
export IMPL_cts_htree_levels=4
export IMPL_setup_slack_ns=0.7656
export IMPL_synth_cell_type_count=48
export IMPL_antenna_left=0
export IMPL_path_buffers=1
export IMPL_root_buffer="clkbuf_16"
export IMPL_hold_viol=0
export IMPL_routed_wl_um=10610
export IMPL_power_density_nw_per_um2=248.8
export IMPL_power_frac_seq=0.499
export IMPL_port_buffers=42
export IMPL_syn_area_per_cell_um2=13.28
export IMPL_path_cells="clkdlybuf4s50_1"
export IMPL_pre_cts_slack_ns=1.185
export IMPL_flop_cell="edfxtp_1"
export IMPL_vias_per_cell=4.537
export IMPL_critPathLaunchType="register"
export IMPL_slew_headroom=0.4245
export IMPL_synthCells=534
export IMPL_clk_pin_slew_worst_paths_ns=0.07
export IMPL_areaGrowthSynthToFinish_pct=20.09
export IMPL_syn_area_um2=7093
export IMPL_power_leakage_nw=3.526
export IMPL_ys_ff=157
export IMPL_clock_skew_ns=0.03259
export IMPL_overflow=0
export IMPL_ys_sh_mux=0.02699
export IMPL_p_clk_frac=0.487
export IMPL_drc=0
export IMPL_cts_repair_resized=0
export IMPL_required_ns=5.36
export IMPL_drive_gt1_frac=0.1028
export IMPL_numCtsBuffers=17
export IMPL_rsz0062_at_grt="false"
export IMPL_tool_warnings=111
export IMPL_cpMaxStageDelayCell="clkdlybuf4s50_1"
export IMPL_synth_comb_largest_family="simple AND/OR/NAND/NOR gates"
export IMPL_crit_type="reg2out"
export IMPL_antenna_found_initial=0
export IMPL_dpl_hpwl_um=7360
export IMPL_ir_drop_mv=0.2052
export IMPL_dieWidth_um=135.2
export IMPL_postCtsSetupBuffers=0
export IMPL_ys_seq_frac=0.6061
export IMPL_track_usage=0.1301
export IMPL_grt_pass1_vias=3862
export IMPL_critPathTopFamily="buffers and inverters"
export IMPL_max_slew_worst_pin_slew_ns=0.8600
export IMPL_clockBufferDepth=2
export IMPL_coreArea_um2=17300
export IMPL_num_rows=48
export IMPL_drv_slew=0
export IMPL_unclocked_pins=3
export IMPL_setup_viol=0
export IMPL_die_h_um=135.2
export IMPL_yosysWarnings=6
export IMPL_io_pins=107
export IMPL_cp_data_arrival_time_ns=4.59
export IMPL_drt_pass1_iter_count=5
export IMPL_yosys_area_share_adder=0.1034
[synthesized netlist by cell type, types with 3 or more instances]
library cell	count	area, um^2
edfxtp_1	114	3423
nand2_1	21	78.83
o21ai_0	8	40.04
mux2_2	17	191.4
or3_1	6	37.54
fa_1	16	320.3
nand3_1	28	140.1
and3_1	13	81.33
dfrtn_1	3	75.07
nor2_1	40	150.1
nand4_1	3	18.77
and2_1	12	75.07
clkbuf_1	6	22.52
inv_1	42	157.7
nor3_1	5	25.02
ha_1	33	412.9
xor2_1	26	227.7
dfxtp_1	40	800.8
xnor2_1	30	262.8
nor2b_1	10	62.56
a21oi_1	12	60.06
nand3b_1	3	22.52
buf_4	12	90.09
[through the flow]
step	std cells	power, W	util	hold WS [ns]	cell area [um^2]
finish	867	0.002120	0.4925	0.3246	8518
CTS	867	0.002146	0.4925	0.3264	8518
floorplan	547	0.001126	-	0.3096	7142
detailed placement	799	0.001141	0.4494	0.3121	7772
global placement	799	0.001140	0.4494	0.3102	7772
global route	867	0.002219	0.4925	0.3355	8518
[state kept, by name, summed over array words and instances (netlist names), 2 cells and up]
register	flops
addrBuff	17
vPeriodCnt	9
HWritePtr	9
gpio0DFF.ff	19
gpio0DFF.out	19
ioSRAMDataPort	16
oSRAMAddrPort	17
hPeriodCnt	10
VWritePtr	9
state	2
displayCnt	17
[metal layers]
layer  up-vias  routed length [um]  share of wire  GRT usage
met2        85                4575           0.43     0.1872
met4         0                 119          0.011    0.01685
li1       2018                   -              -          -
met3        10                 669          0.063    0.03666
met1      1821                5243           0.49     0.2157
met5         -                   0              0          0
[cells by family after synthesis]
family                     count (synthesis)
DFF                                      157
and+or+nand+nor                          155
buffers and inverters                     62
muxes                                     17
AOI/OAI and AO/OA                         33
adders and majority gates                 49
other                                      2
xor gates and xnor gates                  59
[power by group through the flow]
stage	sequential [W]	clock [W]	combinational [W]
finish	0.00106	0.00103	0.0000299
global route	0.00106	0.00112	0.0000336
CTS	0.00106	0.00106	0.0000304
[layout make-up]
| cell class | instances | area, um^2 | share of cell area |
|---|---|---|---|
| timing repair buffer | 47 | 457.9 | 0.05376 |
| clock inverter | 52 | 324.1 | 0.03804 |
| sequential | 157 | 4299 | 0.5047 |
| clock buffer | 17 | 425.4 | 0.04994 |
| tap | 225 | 281.5 | 0.03305 |
| multi-input combinational | 328 | 2576 | 0.3024 |
| inverter | 41 | 153.9 | 0.01807 |
[path summary, 6_finish.rpt]
kind                            slack, ns  cells past startpoint                to            start
worst max-delay path                 0.77                      1    oDispClockPort   oDispClockPort
worst min-delay path                 0.32                      0  gpio0DFF.out[11]  gpio0DFF.ff[11]
worst max register to register       1.22                      8     displayCnt[8]         state[0]
worst min register to register       0.32                      0  gpio0DFF.out[11]  gpio0DFF.ff[11]
[cell usage in the layout (no fill, tap or decap), drive strengths merged, types with 2 or more instances in the layout]
master	instances
edfxtp	114
inv	86
clkdlybuf4s50	42
nor2	40
dfxtp	40
ha	33
xnor2	32
nand3	28
xor2	26
nand2	21
mux2	17
clkbuf	17
fa	16
conb	15
and3	13
a21oi	13
and2	12
nor2b	11
o21ai	10
nor3	7
or3	6
clkinv	6
buf	5
nand3b	3
nand4	3
dfrtn	3
a21o	3
a21boi	2
nand2b	2
nand4b	2
a211oi	2
Power figures rest on the tool's default switching activity, not on a simulated workload.
